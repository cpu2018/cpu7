[design/flow/run.sh]
#!/bin/bash
# OpenROAD 26Q1-2900-gdf79404cd8, Yosys 0.63+post, stock flow scripts
make -C /OpenROAD-flow-scripts/flow DESIGN_CONFIG=/design/flow/config.mk WORK_HOME=/design/flow/orfs finish
[design/flow/config.mk]
export PLATFORM = sky130hd
export DESIGN_NAME = ftoi
export DESIGN_NICKNAME = ftoi
export VERILOG_FILES = /design/flow/design.v
export SDC_FILE = /design/flow/constraint.sdc
export NUM_CORES = 4
export LEC_CHECK = 1
export CORE_UTILIZATION = 50
[design/flow/constraint.sdc]
current_design ftoi

set clk_period 23.4
set clk_io_pct 0.2

create_clock -name clk0 -period $clk_period

set non_clock_inputs [all_inputs -no_clocks]
set_input_delay [expr $clk_period * $clk_io_pct] -clock clk0 $non_clock_inputs
set_output_delay [expr $clk_period * $clk_io_pct] -clock clk0 [all_outputs]
[design/flow/design.v]
`default_nettype none
module ftoi(
  input wire [31:0] f,
  output wire [31:0] i );
  wire s;
  wire [7:0] e;
  wire [22:0] m;
  assign s = f[31:31];
  assign e = f[30:23];
  assign m = f[22:0];
  wire [23:0] ui24;
  wire [31:0] ui32;
  wire [32:0] uineg33;
  assign ui24 = {1'b1, m};
  assign ui32 = (f == 32'b11001111000000000000000000000000) ? {1'b1, 31'b0} :
                (e >= 8'b10011110) ? 32'b01111111111111111111111111111111 :
                (e == 8'b10011101) ? {1'b0, ui24, 7'b0} :
                (e == 8'b10011100) ? {2'b0, ui24, 6'b0} :
                (e == 8'b10011011) ? {3'b0, ui24, 5'b0} :
                (e == 8'b10011010) ? {4'b0, ui24, 4'b0} :
                (e == 8'b10011001) ? {5'b0, ui24, 3'b0} :
                (e == 8'b10011000) ? {6'b0, ui24, 2'b0} :
                (e == 8'b10010111) ? {7'b0, ui24, 1'b0} :
                (e == 8'b10010110) ? {8'b0, ui24} :
                (e == 8'b10010101) ? {9'b0, ui24[23:1]} + {31'b0, ui24[0:0]} :
                (e == 8'b10010100) ? {10'b0, ui24[23:2]} + {31'b0, ui24[1:1]} :
                (e == 8'b10010011) ? {11'b0, ui24[23:3]} + {31'b0, ui24[2:2]} :
                (e == 8'b10010010) ? {12'b0, ui24[23:4]} + {31'b0, ui24[3:3]} :
                (e == 8'b10010001) ? {13'b0, ui24[23:5]} + {31'b0, ui24[4:4]} :
                (e == 8'b10010000) ? {14'b0, ui24[23:6]} + {31'b0, ui24[5:5]} :
                (e == 8'b10001111) ? {15'b0, ui24[23:7]} + {31'b0, ui24[6:6]} :
                (e == 8'b10001110) ? {16'b0, ui24[23:8]} + {31'b0, ui24[7:7]} :
                (e == 8'b10001101) ? {17'b0, ui24[23:9]} + {31'b0, ui24[8:8]} :
                (e == 8'b10001100) ? {18'b0, ui24[23:10]} + {31'b0, ui24[9:9]} :
                (e == 8'b10001011) ? {19'b0, ui24[23:11]} + {31'b0, ui24[10:10]} :
                (e == 8'b10001010) ? {20'b0, ui24[23:12]} + {31'b0, ui24[11:11]} :
                (e == 8'b10001001) ? {21'b0, ui24[23:13]} + {31'b0, ui24[12:12]} :
                (e == 8'b10001000) ? {22'b0, ui24[23:14]} + {31'b0, ui24[13:13]} :
                (e == 8'b10000111) ? {23'b0, ui24[23:15]} + {31'b0, ui24[14:14]} :
                (e == 8'b10000110) ? {24'b0, ui24[23:16]} + {31'b0, ui24[15:15]} :
                (e == 8'b10000101) ? {25'b0, ui24[23:17]} + {31'b0, ui24[16:16]} :
                (e == 8'b10000100) ? {26'b0, ui24[23:18]} + {31'b0, ui24[17:17]} :
                (e == 8'b10000011) ? {27'b0, ui24[23:19]} + {31'b0, ui24[18:18]} :
                (e == 8'b10000010) ? {28'b0, ui24[23:20]} + {31'b0, ui24[19:19]} :
                (e == 8'b10000001) ? {29'b0, ui24[23:21]} + {31'b0, ui24[20:20]} :
                (e == 8'b10000000) ? {30'b0, ui24[23:22]} + {31'b0, ui24[21:21]} :
                (e == 8'b01111111) ? {31'b0, ui24[23:23]} + {31'b0, ui24[22:22]} :
                (e == 8'b01111110) ? 32'b1 : 32'b0;
assign uineg33 = {1'b0, ~ui32} + 33'b1;
assign i = (ui32 == 32'b0 || ~s) ? ui32 : uineg33[31:0];
endmodule
`default_nettype wire
==> out/metrics.csv <==
stage,metric,value,unit
status,status,completed,
critical_path,critPathKind,in2out,
drt,drc,0,
place,io_buffers,64,
logic_synthesis,logic_family,AND-OR/OR-AND gates,
critical_path,critPathRequiredTime,18720,ps
drt,routedWlPerCell,35.39,um
power_and_ir_drop,internal-power,0.06666,mW
grt,antenna_found_initial,4,
place,dp_slack,8005,ps
sta,slew_viol_final,0,
floorplanning,fp.dieH,146.2,um
power_and_ir_drop,sw_frac_of_total,65.73,%
grt,gr-total-overflow,0,
clocking,cts_setup_buffers,0,
grt,grt_max_degree,64,
power_and_ir_drop,design_power_total,0.1945,mW
critical_path,cp_max_fo,25,
place,dp.final_hpwl,44.38,mm
grt,grt_pass1_wl,94.32,mm
grt,grt_use_total,60.84,%
sta,setup_viol,0,
critical_path,crit_family,AND-OR/OR-AND gates,
logic_synthesis,syn_inst,1637,
logic_synthesis,syn_area_per_cell,6.348,um2
run,drv_cap,0,
clocking,holdBufCountCts,0,
logic_synthesis,synth.distinct_cells,87,
place,gp_congestion,1.218,
place,place_area,11100,um2
layout,numSequentialCells,0,
layout,final_layout_size_suffix_gt1_share,7.620,%
drt,drt-total-wl,65.93,mm
logic_synthesis,xor_share,15.93,%
sta,period_needed,16040,ps
hold_path,hold_path_class,in2out,
sta,tightestPinTransition,1183,ps
floorplanning,chipArea,21360,um2
sta,hold_ws,10500,ps
critical_path,cp_cell_sequence,clkdlybuf4s50_1 > buf_4 > ha_1 > nand3_1 > o211ai_1 > a21oi_1 > a32oi_1 > nor4_1 > o31ai_1 > nand4b_1 > o41a_1 > a21boi_1 > xor2_1 > clkdlybuf4s50_1,
power_and_ir_drop,leakagePower,3.482,nW
logic_synthesis,synthAdderAreaFrac,6.743,%
layout,clock_buffers,0,
logic_synthesis,syn_area,10390,um2
drt,drtIter0Drc,3015,
drt,ant_nets,0,
power_and_ir_drop,vdd_drop_max,0.01190,mV
drt,drtPass1Iterations,10,
critical_path,slowest_stage,o31ai_1,
grt,grt_pass1_vias,13412,
sta,fin_setup_tns,0,ps
logic_synthesis,ys_cells,1637,
floorplanning,rows,52,
drt,viasPerCell,8.179,
sta,max_freq,62.36,MHz
logic_synthesis,ys_sh_aoi,37.31,%
critical_path,crit_top_cell,clkdlybuf4s50_1,
critical_path,start_kind,input port,
floorplanning,initCoreUtil,51.19,%
sta,max_slew_margin,20.67,%
logic_synthesis,simple_gate_area_share,28.38,%
place,dp_cells,1858,
critical_path,slowest_delay,990,ps
layout,fin_cells,1863,
critical_path,cp.arrival,11360,ps
layout,nFillCells,2013,
critical_path,cp-end-kind,output pin,
sta,finalWorstSetupSlack,7363,ps
floorplanning,die_x,146.2,um
critical_path,crit_buf_inv,3,
run,warnings,43,
clocking,cts_resized,0,
sta,hold_violations,0,
logic_synthesis,synthMuxAreaShare,2.830,%
power_and_ir_drop,netSwitchingPower,0.1279,mW
logic_synthesis,ys_seq_share,0,%
logic_synthesis,ys_chip_area,10390,um2
power_and_ir_drop,power_density,17.50,nW/um2
layout,fin_util,54.75,%
layout,syn2layout_area_growth,6.948,%
logic_synthesis,yosys_warnings,0,
floorplanning,io_pins,64,
sta,rsz0062_at_grt,false,
layout,seqCellArea,0,um2
sta,period_used_share,68.53,%
layout,design_area,11110,um2
drt,num_vias,15237,
floorplanning,coreArea,20300,um2
## cell usage after synthesis, types with 36 or more instances
cell type  count  area (um2)
nor3_1        56       280.3
clkbuf_1      86       322.8
buf_2         70       350.3
nor2_1       121       454.2
nand3_1       84       420.4
xnor2_1      161        1410
o22ai_1       36       225.2
o21ai_0      114       570.6
ha_1          56       700.7
a21oi_1      109       545.5
nand2_1      145       544.3
nand4_1       47       294.0
## power by group through the flow
stage         clock network [mW]  logic, mW  registers [mW]
global route                   0      0.198               0
CTS                            0      0.179               0
## worst min-delay path: cells and delay by family
kind | cells | cell delay (ps)
buffers and inverters | 3 | 780
xor gates and xnor gates | 1 | 60
and+or+nand+nor | 1 | 120
AOI/OAI and AO/OA | 1 | 170
## final timing paths
| check | slack [ps] | from | end | cells after the start |
|---|---|---|---|---|
| min | 10500 | f[22] | i[29] | 6 |
| max | 7360 | f[20] | i[20] | 14 |
## cell type report
type	count	area, um2	area share, %
antenna	5	12.51	0.1126
inverter	38	142.6	1.283
multi-input combinational	1419	9487	85.36
tap	270	337.8	3.040
timing repair buffer	131	1134	10.20
## cells in the final DEF (no fill, tap or decap), types with 17 or more instances in the layout
| cell | Yosys | layout |
|---|---|---|
| o221ai_1 | 17 | 17 |
| o211ai_1 | 22 | 22 |
| buf_4 | 2 | 69 |
| a31oi_1 | 32 | 32 |
| o21ai_0 | 114 | 114 |
| mux2i_1 | 17 | 17 |
| xor2_1 | 28 | 28 |
| nand2_1 | 145 | 145 |
| nand3_1 | 84 | 84 |
| o22ai_1 | 36 | 36 |
| clkdlybuf4s50_1 | 0 | 61 |
| xnor2_1 | 161 | 161 |
| a211oi_1 | 29 | 29 |
| a21oi_1 | 109 | 109 |
| ha_1 | 56 | 56 |
| nor3_1 | 56 | 56 |
| a22oi_1 | 28 | 28 |
| o31ai_1 | 18 | 17 |
| inv_1 | 28 | 28 |
| nor2_1 | 121 | 121 |
| or3_1 | 17 | 17 |
| nand4_1 | 47 | 47 |
## routing by layer
metal / vias to the layer above / part of all wire [%] / wire (um) / track usage, %
met3: 593 / 20 / 13410 / 40.48
met1: 6764 / 33 / 22050 / 72.50
met4: 8 / 10 / 6682 / 37.81
li1: 6092 / - / - / -
met2: 1780 / 36 / 23620 / 78.69
met5: - / 0.24 / 160 / 4.091
## logic make-up (layout without fill, tap and decap cells)
group	Yosys count	after routing
mux	25	25
simple gates	576	576
xor+xnor	189	189
compound gates	573	573
buf+inv	218	169
other cells	0	5
fa+ha+maj	56	56
Power is estimated from default activity; no workload was simulated.
