--- flow/config.mk ---
export PLATFORM = sky130hd
export DESIGN_NAME = gpr
export DESIGN_NICKNAME = gpr
export VERILOG_FILES = /design/flow/design.v
export SDC_FILE = /design/flow/constraint.sdc
export NUM_CORES = 4
export LEC_CHECK = 1
export CORE_UTILIZATION = 40
--- flow/constraint.sdc ---
current_design gpr

set clk_period 9.5
set clk_io_pct 0.2

create_clock -name clk0 -period $clk_period [get_ports {clk}]

set non_clock_inputs [all_inputs -no_clocks]
set_input_delay [expr $clk_period * $clk_io_pct] -clock clk0 $non_clock_inputs
set_output_delay [expr $clk_period * $clk_io_pct] -clock clk0 [all_outputs]
--- flow/design.v ---
module gpr (
  input wire clk,
  input wire [4:0] rreg1,
  input wire [4:0] rreg2,
  input wire [4:0] wreg,
  input wire [31:0] wdata,
  input wire w_en,
  input wire w_byte,
  output wire [31:0] rdata1,
  output wire [31:0] rdata2
  );
  (* mark_debug = "true" *) reg [31:0] r[31:0];
  assign rdata1 = r[rreg1];
  assign rdata2 = r[rreg2];
  initial begin
    r[0] <= 32'd0;
  end
  always @ (posedge clk) begin
    r[0] <= 0;
    if (w_en) begin
      if (w_byte) begin
        r[wreg][7:0] <= wdata[7:0];
      end else begin
        r[wreg] <= wdata;
      end
    end
  end
endmodule  
module fpr (
  input wire clk,
  (* mark_debug = "true" *) input wire [4:0] rreg1,
  (* mark_debug = "true" *) input wire [4:0] rreg2,
  (* mark_debug = "true" *) input wire [4:0] wreg,
  (* mark_debug = "true" *) input wire [31:0] wdata,
  (* mark_debug = "true" *) input wire w_en,
  input wire w_byte,
  (* mark_debug = "true" *) output wire [31:0] rdata1,
  (* mark_debug = "true" *) output wire [31:0] rdata2
  );
  (* mark_debug = "true" *) reg [31:0] fr[31:0];
  (* mark_debug = "true" *) wire f0 = fr[0];
  (* mark_debug = "true" *) wire f1 = fr[1];
  (* mark_debug = "true" *) wire f2 = fr[2];
  (* mark_debug = "true" *) wire f3 = fr[3];
  assign rdata1 = fr[rreg1];
  assign rdata2 = fr[rreg2];
  always @ (posedge clk) begin
    if (w_en) begin
      if (w_byte) begin
        fr[wreg][7:0] <= wdata[7:0];
      end else begin
        fr[wreg] <= wdata;
      end
    end
  end
endmodule  
module cr (
  input wire clk,
  input wire [2:0] cr_field,
  input wire [3:0] cr_wdata,
  input wire cr_w_en,
  output wire [3:0] cr_rdata
  );
  reg [3:0] r [7:0];  
  assign cr_rdata = r[cr_field];
  always @ (posedge clk) begin
    if (cr_w_en) begin
      r[cr_field] <= cr_wdata;
    end
  end
endmodule  
module lr (
  input wire clk,
  input wire [31:0] lr_wdata,
  input wire lr_w_en,
  (* mark_debug = "true" *) output wire [31:0] lr_rdata
  );
  reg [31:0] r;
  assign lr_rdata = r;
  always @ (posedge clk) begin
    if (lr_w_en) begin
      r <= lr_wdata;
    end
  end
endmodule  
--- flow/run.sh ---
#!/bin/bash
# OpenROAD 26Q1-2900-gdf79404cd8, Yosys 0.63+post, stock flow scripts
make -C /OpenROAD-flow-scripts/flow DESIGN_CONFIG=/design/flow/config.mk WORK_HOME=/design/flow/orfs finish
==> impl_table.tex <==
% Yosys + OpenROAD metrics
\begin{tabular}{lr}
\hline
Metric & Value \\
\hline
\multicolumn{2}{l}{\textbf{Run status}} \\
\quad Result of the run & completed \\
\multicolumn{2}{l}{\textbf{Layout}} \\
\quad Number of flip-flops under the largest register name & 1024 \\
\quad Gate Area & 0.0171 mm2 \\
\quad Area taken by flip-flops and latches & 0.0304 mm2 \\
\quad Top cells excl fill/tap & sky130\_fd\_sc\_hd\_\_mux2i\_1 (1024), sky130\_fd\_sc\_hd\_\_edfxtp\_1 (992), sky130\_fd\_sc\_hd\_\_nand3\_1 (194) \\
\quad Count of filler cells inserted in the layout & 10200 \\
\quad Area growth from synthesis to layout & 14.0\% \\
\quad Fraction of final layout cells sized beyond drive strength 1 & 0.0946 \\
\quad Register ranked first by flip-flop count & r \\
\quad Final cell area excluding filler cells & 0.0555 mm2 \\
\quad Most frequent logic cell in the layout & sky130\_fd\_sc\_hd\_\_mux2i\_1 \\
\quad Number of non-filler instances in the completed layout & 5260 \\
\quad Regs by FF count & r x1024 \\
\multicolumn{2}{l}{\textbf{Power and ir drop}} \\
\quad Lkg Pwr & 0.0204 uW \\
\quad Total power of the final layout & 10200 uW \\
\quad Power density normalized to cell area & 183 mW/mm2 \\
\quad Largest vdd supply drop & 0.154 mV \\
\multicolumn{2}{l}{\textbf{Floorplanning}} \\
\quad Initial core utilization & 0.405 \\
\quad Placeable core region & 0.120 mm2 \\
\quad Number of core rows & 127 \\
\quad Die outline area & 0.123 mm2 \\
\quad X dimension of the die & 351 um \\
\quad Io pins & 114 \\
\quad Chip Height & 351 um \\
\multicolumn{2}{l}{\textbf{STA}} \\
\quad Max Freq & 0.142 GHz \\
\quad Worst Slack Setup Final & 2.46 ns \\
\quad Hold Vio Cnt, Final & 0 \\
\quad Final critical delay including setup and external delays & 7.04 ns \\
\quad Summed negative setup slack over all endpoints & 0 ns \\
\quad Actual slew at the worst max-slew pin & 0.979 ns \\
\quad Setup repair after global routing missed its margin & false \\
\quad Pins Over Slew Limit & 0 \\
\quad Setup violations, final & 0 \\
\quad Slew headroom & 0.345 \\
\quad Final clock period utilization by the worst path & 0.741 \\
\multicolumn{2}{l}{\textbf{Synthesis}} \\
\quad Post-synthesis async set-or-reset flop share & 0 \\
\quad Cell count listed in synth\_stat.txt & 3466 \\
\quad Number of synthesized flops with an enable pin & 992 \\
\quad Seq/Total Area, Yosys & 0.625 \\
\quad Post-synthesis instance total & 3466 \\
\quad Most used flip-flop cell after synthesis & sky130\_fd\_sc\_hd\_\_edfxtp\_1 \\
\quad Average instance area after synthesis & 14.1 um2 \\
\quad Combined area of all synthesized cells & 0.0487 mm2 \\
\quad Warnings, synthesis & 1 \\
\quad Unique cell type count in the Yosys netlist & 26 \\
\quad Chip Area, Yosys & 0.0487 mm2 \\
\quad Flop and latch count out of synthesis & 1024 \\
\multicolumn{2}{l}{\textbf{GRT}} \\
\quad Maximum number of pins on one net before global-route repair & 90 \\
\quad Number of antenna violations at the first check in global routing & 6 \\
\quad First-pass GRT wire length & 215000 um \\
\quad Busiest metal layer after global routing & met2 \\
\quad Global-route met2 utilization & 0.376 \\
\quad Met1 track utilization from global routing & 0.350 \\
\quad Number of global-route vias before repair & 31400 \\
\quad Combined global-route utilization of all metal layers & 0.262 \\
\quad Total congestion overflow after global routing & 0 \\
\quad Grt met3 use & 0.163 \\
\multicolumn{2}{l}{\textbf{CTS}} \\
\quad TritonCTS clock tree & yes \\
\quad Clk sink count & 1024 \\
\quad Count of hold-fix buffers inserted at cts & 0 \\
\quad Post\_cts resized & 0 \\
\quad Number of setup buffers added after CTS & 0 \\
\quad Clock slew at the register clock pins of the worst setup and hold paths & 0.06 ns \\
\quad Buffers from clock root to sink, at most & 3 \\
\quad Clock root cell & sky130\_fd\_sc\_hd\_\_clkbuf\_16 \\
\quad H-tree levels & 3 \\
\quad Number of clock buffers inserted by TritonCTS & 107 \\
\multicolumn{2}{l}{\textbf{Place}} \\
\quad Worst setup slack after placement & 2.53 ns \\
\quad Placed standard-cell area & 0.0519 mm2 \\
\quad Placed wire-length estimate & 81400 um \\
\quad Buffers added on ports & 113 \\
\quad Cell count after placement & 5060 \\
\quad Routability-driven placement congestion ratio & 0.859 \\
\multicolumn{2}{l}{\textbf{Setup path}} \\
\quad Max FO, Critical Path & 77 \\
\quad Arrival @ worst endpoint & 5.14 ns \\
\quad Crit Path Class & input pin to primary output \\
\quad Startpoint types & input pin \\
\quad Kind of capture point of the worst setup path & primary output \\
\quad Crit path required time & 7.60 ns \\
\multicolumn{2}{l}{\textbf{Route}} \\
\quad First-iteration detailed-routing DRC count & 2102 \\
\quad Ant. Diodes & 0 \\
\quad Remaining routing DRC violations & 0 \\
\quad Routed length per instance & 28.6 um \\
\quad Post-detailed-route count of antenna-violating nets & 0 \\
\quad Number of vias in the routed layout & 31000 \\
\quad First drt pass iteration count & 7 \\
\quad Post-Route WL & 150000 um \\
\quad Vias/cell & 5.90 \\
\multicolumn{2}{l}{\textbf{Flow run}} \\
\quad Max-cap viol count & 0 \\
\quad Total tool warning count & 26 \\
\multicolumn{2}{l}{\textbf{Min path}} \\
\quad Hold WC Path Type & input pin to flip-flop \\
\hline
\end{tabular}
[worst max-delay path, cell delays in order]
cell and delay (ns):
sky130_fd_sc_hd__clkdlybuf4s50_1 0.62, sky130_fd_sc_hd__nor2b_4 0.63, sky130_fd_sc_hd__buf_12 0.53, sky130_fd_sc_hd__a22o_1 0.24, sky130_fd_sc_hd__nor3_1 0.06, sky130_fd_sc_hd__a31oi_1 0.46, sky130_fd_sc_hd__nand3_1 0.15, sky130_fd_sc_hd__clkdlybuf4s50_1 0.45
[kinds of logic after synthesis]
group,count (synthesis),synth area share
muxes,1024,0.210
buffers and inverters,265,0.0296
AOI/OAI and AO/OA,576,0.0806
DFF,1024,0.625
and+or+nand+nor,577,0.0546
[worst paths after layout]
path / startpoint / end / depth (start not counted) / slack, ns
min: wdata[17] / r[21][17] / 2 / 2.02
max: rreg2[0] / rdata2[6] / 8 / 2.46
[synth_stat cells (5+ instances only)]
| library cell | instances | area [um2] |
|---|---|---|
| sky130_fd_sc_hd__or2_2 | 5 | 31.3 |
| sky130_fd_sc_hd__buf_4 | 64 | 480 |
| sky130_fd_sc_hd__nor2_1 | 66 | 248 |
| sky130_fd_sc_hd__and2_1 | 34 | 213 |
| sky130_fd_sc_hd__nand3b_1 | 5 | 37.5 |
| sky130_fd_sc_hd__edfxtp_1 | 992 | 29800 |
| sky130_fd_sc_hd__buf_2 | 68 | 340 |
| sky130_fd_sc_hd__buf_6 | 16 | 180 |
| sky130_fd_sc_hd__nand3_1 | 194 | 971 |
| sky130_fd_sc_hd__a31oi_1 | 64 | 400 |
| sky130_fd_sc_hd__mux2i_1 | 1024 | 10200 |
| sky130_fd_sc_hd__buf_1 | 25 | 93.8 |
| sky130_fd_sc_hd__nor3_1 | 64 | 320 |
| sky130_fd_sc_hd__dfxtp_1 | 32 | 641 |
| sky130_fd_sc_hd__a22oi_1 | 192 | 1440 |
| sky130_fd_sc_hd__nand2_1 | 195 | 732 |
| sky130_fd_sc_hd__clkbuf_1 | 92 | 345 |
| sky130_fd_sc_hd__a21oi_1 | 192 | 961 |
| sky130_fd_sc_hd__a22o_1 | 128 | 1120 |
[routing by layer]
metal | vias up | share of wire
met4 | 20 | 0.027
met5 | - | 0.0029
met2 | 1654 | 0.45
met3 | 242 | 0.15
met1 | 15300 | 0.37
li1 | 13800 | -
[cell type report]
class	instances	area share
flip-flops and latches	1024	0.548
multi-input cells	2177	0.309
clock buffers	134	0.0523
repair buffers	247	0.0421
well taps	1612	0.0363
clock inverters	66	0.0124
[report_power, final]
group / leakage [uW] / switching [uW] / internal (uW) / total [uW]
Combinational: 0.00943 / 568 / 342 / 910
Sequential: 0.00919 / 14.2 / 4990 / 5000
Clock: 0.00176 / 1760 / 2510 / 4270
[per-stage QoR]
| step | utilization | hold WS [ns] |
|---|---|---|
| after floorplan | - | 2.00 |
| after global placement | 0.432 | 2.73 |
| after detailed placement | 0.432 | 2.73 |
| after CTS | 0.461 | 1.98 |
| after global routing | 0.461 | 2.01 |
| final | 0.461 | 2.02 |
Power and IR drop assume default switching activity.
