[design/flow/config.mk]
export PLATFORM = sky130hd
export DESIGN_NAME = decode
export DESIGN_NICKNAME = decode
export VERILOG_FILES = /design/flow/design.v
export SDC_FILE = /design/flow/constraint.sdc
export NUM_CORES = 4
export LEC_CHECK = 1
export CORE_UTILIZATION = 30
[design/flow/design.v]
`default_nettype none
module decode (
  input wire clk,
  input wire rstn,
  input wire decode_en,
  output reg execute_en,
  (* mark_debug = "true" *) input wire [31:0] instr,
  (* mark_debug = "true" *) input wire [18:0] pc,
  output wire [4:0] rreg1,
  output wire [4:0] rreg2,
  input wire signed [31:0] rdata1,
  input wire signed [31:0] rdata2,
  output reg  [31:0] data1_reg,
  output reg  [31:0] data2_reg,
  output reg  [4:0]  wreg_reg,
  output reg  reg_we_reg,
  input wire  [31:0] f_rdata1,
  input wire  [31:0] f_rdata2,
  output reg  [31:0] f_data1_reg,
  output reg  [31:0] f_data2_reg,
  output reg  f_we_reg,
  output reg  w_byte,
  output reg  [31:0] lr_wdata,
  output reg  lr_we_reg,
  output reg  mflr,
  output reg  [2:0] cr_field,
  output reg  cr_we_reg,
  output reg  cmp_src,
  output reg  input_reg,
  output reg  output_reg,
  output reg  mem_access_reg,
  output reg  [31:0] mem_addr,
  output reg  mem_we_reg,
  output reg signed [31:0] mem_wdata,
  output reg  branch,
  output reg  [18:0] b_addr,
  output reg  [4:0] b_cond,
  output reg  bclr,
  output reg  [2:0] alu_op_reg,
  output reg  [4:0] shift_reg,
  output reg  [3:0] float_op_reg,
  output reg use_fpu_reg
  );
  wire [5:0] opcode;
  assign opcode = instr[31:26];
  wire [8:0] xopcode;
  assign xopcode = instr[9:1];
  wire [4:0] wreg;
  assign wreg = ((opcode == 6'd31 && xopcode == 9'b110111100) || (opcode == 6'b010101) || (opcode == 6'b101010)) ? instr[20:16] : instr[25:21];
  assign rreg1 = ((opcode == 6'd31 && xopcode == 9'b110111100) || (opcode == 6'b010101) || (opcode == 6'b101010)) ? instr[25:21] : instr[20:16];
  assign rreg2 = ((opcode == 6'b000001) || (opcode == 6'b100100) || (opcode == 6'b110110) || (opcode == 6'd31 && xopcode == 9'b111010011)) ? instr[25:21] : instr[15:11];
  wire signed [31:0] imm;
  assign imm = {{17{instr[15:15]}}, instr[14:0]};
  wire signed [31:0] imms;
  assign imms = {instr[15:0], 16'd0};
  wire use_imm;
  assign use_imm = (opcode == 6'b001110) || (opcode == 6'b001011);
  wire use_imms;
  assign use_imms = (opcode == 6'b001111);
  wire reg_we;
  assign reg_we = (opcode == 6'b000010) ||
                  (opcode == 6'b100000) ||
                  (opcode == 6'b001110) ||
                  (opcode == 6'b001111) ||
                  (opcode == 6'b010101) ||
                  (opcode == 6'd31 &&
                    ((xopcode == 9'b000010111) ||
                     (xopcode == 9'b100001010) ||
                     (xopcode == 9'b000101000) ||
                     (xopcode == 9'b110111100) ||
                     (xopcode == 9'b101010011))) ||
                  (opcode == 6'd63  &&
                    (xopcode == 9'b111111100));
  wire f_we;
  assign f_we = (opcode == 6'b000100) ||
                (opcode == 6'b110010) ||
                (opcode == 6'b101010) ||
                (opcode == 6'd31 &&
                  (xopcode == 9'b001010111 || xopcode == 9'b111111111)) ||
                (opcode == 6'd63 &&
                  (xopcode == 9'b111111110 ||
                   xopcode == 9'b000010101 ||
                   xopcode == 9'b000010100 ||
                   xopcode == 9'b000011001 ||
                   xopcode == 9'b000010010 ||
                   xopcode == 9'b111111111 ||
                   xopcode == 9'b000010110 ||
                   xopcode == 9'b000000000 ||
                   xopcode == 9'b001001000));
  wire cr_we;
  assign cr_we = (opcode == 6'b001011) ||
                 (opcode == 6'd31 && xopcode == 9'b000000000) ||
                 (opcode == 6'd63 && xopcode == 9'b000000001);
  wire [2:0] alu_op;
  assign alu_op = (opcode == 6'b001110 || opcode == 6'b001110 || (opcode == 6'd31 && xopcode == 9'b100001010)) ? 3'd0 :
                  (opcode == 6'd31 && xopcode == 9'b000101000) ? 3'd1 :
                  (opcode == 6'd31 && xopcode == 9'b110111100) ? 3'd3 :
                  (opcode == 6'b010101) ? ((instr[5:1] == 5'b11111) ? 3'd6 : 3'd5) :
                  (opcode == 6'd63 && xopcode == 9'b111111100) ? 3'd7 : 0;
  wire [3:0] float_op;
  assign float_op = (opcode == 6'b101010) ? 4'd9 :
                    (opcode == 6'd31 && xopcode == 9'b111111111) ? 4'd6 :
                    (opcode == 6'd63 && xopcode == 9'b111111110) ? 4'd1 :
                    (opcode == 6'd63 && xopcode == 9'b000010101) ? 4'd2 :
                    (opcode == 6'd63 && xopcode == 9'b000010100) ? 4'd3 :
                    (opcode == 6'd63 && xopcode == 9'b000011001) ? 4'd4 :
                    (opcode == 6'd63 && xopcode == 9'b000010010) ? 4'd5 :
                    (opcode == 6'd63 && xopcode == 9'b111111111) ? 4'd7 :
                    (opcode == 6'd63 && xopcode == 9'b000010110) ? 4'd8 :
                    (opcode == 6'd63 && xopcode == 9'b000000000) ? 4'd0 :
                    (opcode == 6'd63 && xopcode == 9'b001001000) ? 4'd10 : 0;
  wire use_fpu;
  assign use_fpu = (opcode == 6'b101010) ||
                   (opcode == 6'd31 && xopcode == 9'b111111111) ||
                   (opcode == 6'd63 &&
                     (xopcode == 9'b111111110 ||
                      xopcode == 9'b000010101 ||
                      xopcode == 9'b000010100 ||
                      xopcode == 9'b000011001 ||
                      xopcode == 9'b000010010 ||
                      xopcode == 9'b111111111 ||
                      xopcode == 9'b000010110 ||
                      xopcode == 9'b000000000 ||
                      xopcode == 9'b001001000 ||
                      xopcode == 9'b000000001));
  wire [4:0] shift;
  assign shift = (instr[5:1] == 5'b11111) ? instr[10:6] : instr[15:11];
  wire mem_access;
  assign mem_access = (opcode == 6'b100000) ||
                      (opcode == 6'b110010) ||
                      (opcode == 6'b100100) ||
                      (opcode == 6'b110110) ||
                      (opcode == 6'd31 &&
                        (xopcode == 9'b001010111 ||
                         xopcode == 9'b000010111));
  wire mem_we;
  assign mem_we = (opcode == 6'b100100) ||
                  (opcode == 6'b110110);
  wire lr_we;
  assign lr_we = (opcode == 6'b010010 && instr[0:0]) ||
                 (opcode == 6'd31 && xopcode == 9'b111010011);
  always @(posedge clk) begin
    if (~rstn) begin
      reg_we_reg <= 0;
      f_we_reg <= 0;
      cr_we_reg <= 0;
      execute_en <= 0;
      input_reg <= 0;
      output_reg <= 0;
      bclr <= 0;
      branch <= 0;
      mem_access_reg <= 0;
      mem_we_reg <= 0;
      mflr <= 0;
      lr_we_reg <= 0;
      w_byte <= 0;
      use_fpu_reg <= 0;
    end else begin
      if (decode_en) begin
        data1_reg <= rdata1;
        data2_reg <= (use_imms) ? imms :
                     (use_imm) ? imm : rdata2;
        reg_we_reg <= reg_we;
        f_data1_reg <= f_rdata1;
        f_data2_reg <= f_rdata2;
        f_we_reg <= f_we;
        lr_we_reg <= lr_we;
        wreg_reg <= wreg;
        cr_we_reg <= cr_we;
        alu_op_reg <= alu_op;
        shift_reg <= shift;
        float_op_reg <= float_op;
        mem_access_reg <= mem_access;
        mem_we_reg <= mem_we;
        use_fpu_reg <= use_fpu;
        if (opcode == 6'b000010) begin
          input_reg <= 1;
          w_byte <= 1;
        end else if (opcode == 6'b000001) begin
          output_reg <= 1;
        end else if (opcode == 6'b000100) begin
          input_reg <= 1;
          w_byte <= 1;
        end else if (opcode == 6'b010010) begin
          execute_en <= 1;
          branch <= 1;
          b_cond <= 5'b10000;
          if (instr[0:0]) begin
            lr_wdata <= {11'd0, (pc + 19'd1), 2'd0};
          end
        end else if (opcode == 6'b010000) begin
          execute_en <= 1;
          branch <= 1;
          b_cond <= instr[25:21];
        end else if (opcode == 6'b010011) begin
          execute_en <= 1;
          bclr <= 1;
          b_cond <= instr[25:21];
        end else if (opcode == 6'b100000) begin
          mem_addr <= rdata1 + {imm[31:2],2'b00};
        end else if (opcode == 6'b110010) begin
          mem_addr <= rdata1 + {imm[31:2],2'b00};
        end else if (opcode == 6'd31 && xopcode == 9'b001010111) begin
          mem_addr <= {(rdata1[31:2] + rdata2[31:2]),2'b00};
        end else if (opcode == 6'd31 && xopcode == 9'b000010111) begin
          mem_addr <= {(rdata1[31:2] + rdata2[31:2]),2'b00};
        end else if (opcode == 6'b100100) begin
          mem_addr <= rdata1 + {imm[31:2],2'b00};
          mem_wdata <= rdata2;
        end else if (opcode == 6'b110110) begin
          mem_addr <= rdata1 + {imm[31:2],2'b00};
          mem_wdata <= f_rdata2;
        end else if (opcode == 6'b001110) begin
          execute_en <= 1;
        end else if (opcode == 6'b001111) begin
          execute_en <= 1;
        end else if (opcode == 6'd31 && xopcode == 9'b100001010) begin
          execute_en <= 1;
        end else if (opcode == 6'd31 && xopcode == 9'b000101000) begin
          execute_en <= 1;
        end else if (opcode == 6'd31 && xopcode == 9'b110111100) begin
          execute_en <= 1;
        end else if (opcode == 6'd31 && xopcode == 9'b000000000) begin
          execute_en <= 1;
          cmp_src <= 0;
        end else if (opcode == 6'b001011) begin
          execute_en <= 1;
          cmp_src <= 0;
        end else if (opcode == 6'b010101) begin
          execute_en <= 1;
        end else if (opcode == 6'd31 && xopcode == 9'b101010011) begin
          execute_en <= 1;
          mflr <= 1;
        end else if (opcode == 6'd31 && xopcode == 9'b111010011) begin
          execute_en <= 1;
          lr_wdata <= rdata2;
        end else if (opcode == 6'd31 && xopcode == 9'b111111111) begin
          execute_en <= 1;
        end else if (opcode == 6'd63 && xopcode == 9'b111111110) begin
          execute_en <= 1;
        end else if (opcode == 6'd63 && xopcode == 9'b000010101) begin
          execute_en <= 1;
        end else if (opcode == 6'd63 && xopcode == 9'b000010100) begin
          execute_en <= 1;
        end else if (opcode == 6'd63 && xopcode == 9'b000011001) begin
          execute_en <= 1;
        end else if (opcode == 6'd63 && xopcode == 9'b000010010) begin
          execute_en <= 1;
        end else if (opcode == 6'd63 && xopcode == 9'b111111100) begin
          execute_en <= 1;
        end else if (opcode == 6'd63 && xopcode == 9'b111111111) begin
          execute_en <= 1;
        end else if (opcode == 6'd63 && xopcode == 9'b000010110) begin
          execute_en <= 1;
        end else if (opcode == 6'd63 && xopcode == 9'b000000000) begin
          execute_en <= 1;
        end else if (opcode == 6'b101010) begin
          execute_en <= 1;
        end else if (opcode == 6'd63 && xopcode == 9'b000000001) begin
          execute_en <= 1;
          cmp_src <= 1;
        end else if (opcode == 6'd63 && xopcode == 9'b001001000) begin
          execute_en <= 1;
        end
      end else begin
        reg_we_reg <= 0;
        f_we_reg <= 0;
        cr_we_reg <= 0;
        execute_en <= 0;
        input_reg <= 0;
        output_reg <= 0;
        bclr <= 0;
        branch <= 0;
        mem_access_reg <= 0;
        mem_we_reg <= 0;
        mflr <= 0;
        lr_we_reg <= 0;
        w_byte <= 0;
        use_fpu_reg <= 0;
      end
    end
  end
  always @(posedge clk) begin
    b_addr <= (opcode == 6'b010010) ? instr[20:2] : {{6{instr[15:15]}},instr[14:2]};
    cr_field <= ((opcode == 6'd31 && xopcode == 9'b000000000) || (opcode == 6'b001011) || (opcode == 6'd63 && xopcode == 9'b000000001)) ? instr[25:23] : instr[18:16];
  end
endmodule  
`default_nettype wire
[design/flow/constraint.sdc]
current_design decode

set clk_period 14.5
set clk_io_pct 0.2

create_clock -name clk0 -period $clk_period [get_ports {clk}]

set non_clock_inputs [all_inputs -no_clocks]
set_input_delay [expr $clk_period * $clk_io_pct] -clock clk0 $non_clock_inputs
set_output_delay [expr $clk_period * $clk_io_pct] -clock clk0 [all_outputs]
[design/flow/run.sh]
#!/bin/bash
# OpenROAD 26Q1-2900-gdf79404cd8, Yosys 0.63+post, stock flow scripts
make -C /OpenROAD-flow-scripts/flow DESIGN_CONFIG=/design/flow/config.mk WORK_HOME=/design/flow/orfs finish
==> job_summary.md <==
### Flow metrics

| Metric | Value |
|---|---|
| Grt ovf | 0 |
| Initial DRC Count | 536 |
| Die width | 218 um |
| Post-CTS Setup Bufs | 0 |
| Slew Limit Headroom | 0.459 |
| Slew at the pin closest to its max-slew limit | 0.792 ns |
| Tool Warnings | 25 |
| Critical path data required time | 11.60 ns |
| Number of different library cells in the post-synthesis netlist | 81 |
| Number of buffers inserted by port buffering | 474 |
| Proportion of register bits with asynchronous set or reset after synthesis | 0 |
| Clk slew on worst S/H paths | 0.06 ns |
| Clock buffer count from CTS | 35 |
| Number of max-cap violations | 0 |
| WL per Instance | 23.0 um |
| Final estimated routing congestion in global placement | 0.914 |
| Share of final-layout standard cells stronger than drive strength 1 | 0.0872 |
| Result of the run | completed |
| Quantity of hold-fixing buffers added after cts | 0 |
| Overall Power | 2150 uW |
| Clock tree from TritonCTS | yes |
| Critical path startpoint category | input pin |
| Start-to-end type of the worst setup path | in2out |
| Maximum level of the CTS H-tree | 2 |
| Startpoint of the lowest-slack register-to-register path | execute_en |
| Detailed placer's ending HPWL | 39200 um |
| Global-route wire length before repair | 74600 um |
| Overall chip area | 47400 um2 |
| Area of the synthesized netlist per yosys stat | 14000 um2 |
| Post-DRT Antenna Nets | 0 |
| Power per Cell Area | 104 nW/um2 |
| Fillcell total | 4124 |
| Final-report setup violation count | 0 |
| Layout overhead on the synthesized area | 48.0% |
| Leakage component of the power | 0.00761 uW |
| Number of inserted diodes | 0 |
| Floorplan die height | 218 um |
| Setup total negative slack | 0 ns |
| Share of synthesized area occupied by flip-flops and latches | 0.581 |
| Highest clock rate | 111 MHz |
| CTS root buf | sky130_fd_sc_hd__clkbuf_16 |
| Maximum VDD drop | 0.100 mV |
| Pin count of the biggest net entering global routing | 57 |
| Number of placement rows | between 70 and 80 |
| Bufs on Longest Clock Path | 3 |
| Utilization after layout | 0.453 |
| Clk_skew | 0 ns |
| Path category of the worst min-delay check | reg2reg |
| Global-route total usage across every layer | 0.230 |
| Insertion delay at the late pin of the worst-skew pair | around 0.54 ns |
| Fraction of the cycle the final worst path needs | 0.622 |
| Total Wirelength | 52600 um |
| Antenna violations before repair | 1 |
| Largest fanout on the critical path | 13 |
| Final Hold Violation Tally | 0 |
| Multi-input combinational cell area | 5630 um2 |
| Core ar. | between 40000 and 50000 um2 |
| Most frequently used flop master after synthesis | sky130_fd_sc_hd__edfxtp_1 |
| Flip-flops with a built-in enable | 247 |
| Detail-routed via count per cell | 4.98 |
| Top-level I/O count | 475 |
| Iteration tally of the first detailed-router pass | 5 |
| Endpoint kind of the worst setup timing path | output port |
| Placed instance area | a little under 20000 um2 |
| Worst path arrival time | 6.12 ns |
| Hold Crit Start | branch |
| Mean instance size in the synthesized netlist | 12.1 um2 |
| Gate count of the mapped netlist | about 1200 |
| Non-Filler Cell Area, Final | 20700 um2 |
| Launch point of the critical path | instr[27] |
| Unrepaired setup endpoints after global routing | no |
| Resized cells post-CTS | 0 |
| Remaining design rule violation count | 0 |
| Register Area | between 8000 and 9000 um2 |
| Total vias in the final route | ~11000 |
| Vias in the first global route | 11200 |
| Floorplan core density | 0.306 |
| Slew Viols, Final | 0 |
| Cell Area, Synth | about 14000 um2 |
| Number of cells on the worst reg-to-reg path | 4 |
| Number of warnings issued by yosys | 1 |
| Minimum clock period | 9.02 ns |
| Hold depth | 2 |
| Number of standard cells reported by yosys | 1157 |
| Number of flip-flops and latches in the synthesized netlist | 282 |
| TritonCTS sink count | 282 |
-- worst max-delay path: stages --
cell	delay (ns)
sky130_fd_sc_hd__clkdlybuf4s50_1	0.78
sky130_fd_sc_hd__nand3_1	0.31
sky130_fd_sc_hd__or3_1	0.51
sky130_fd_sc_hd__nor4_2	0.48
sky130_fd_sc_hd__a21oi_1	0.35
sky130_fd_sc_hd__mux2_1	0.39
sky130_fd_sc_hd__clkdlybuf4s50_1	0.40
-- where the power goes --
group / switching [uW] / internal, uW
Sequential: 9.23 / 925
Combinational: 167 / 183
Clock: 351 / 513
Total: 527 / 1620
-- per-layer routing --
layer  routed length, um  track usage  vias to the layer above
met4                1370       0.0527                        2
met2               24600        0.357                      491
met3                5440       0.0916                       69
met5                  13            0                        -
li1                    -            -                     5403
met1               21100        0.313                     5403
-- stage by stage --
step           setup slack, ns  std cells  hold WS [ns]
2_1_floorplan             4.29       1157         0.413
3_3_place_gp              5.58       2221         0.460
3_5_place_dp              5.51       2221         0.461
4_1_cts                   5.49       2285         0.481
5_1_grt                   5.28       2285         0.535
6_report                  5.48       2285         0.472
-- synth_stat cells (all sizes together), types with 5 or more instances --
| master | count | share of area |
|---|---|---|
| o21bai | 13 | 0.0073 |
| nor2 | 87 | 0.023 |
| xnor2 | 30 | 0.019 |
| and3 | 12 | 0.0054 |
| or2 | 7 | 0.0031 |
| xor2 | 36 | 0.023 |
| nand4 | 7 | 0.0031 |
| ha | 59 | 0.053 |
| or3 | 10 | 0.0046 |
| buf | 15 | 0.0054 |
| a21oi | 79 | 0.028 |
| o21ai | 80 | 0.029 |
| and2 | 28 | 0.013 |
| nand2b | 14 | 0.0063 |
| clkbuf | 26 | 0.0070 |
| nor3 | 18 | 0.0068 |
| o31ai | 5 | 0.0027 |
| dfxtp | 35 | 0.050 |
| a31oi | 8 | 0.0051 |
| nor4 | 14 | 0.0078 |
| inv | 22 | 0.0059 |
| a221o | 16 | 0.011 |
| a211oi | 10 | 0.0057 |
| nand2 | 100 | 0.027 |
| edfxtp | 247 | 0.53 |
| nand3 | 22 | 0.0079 |
| mux2 | 54 | 0.044 |
| o211ai | 5 | 0.0027 |
| mux2i | 16 | 0.011 |
| a21o | 23 | 0.013 |
| a211o | 5 | 0.0031 |
-- layout make-up --
class | count | share of cell area
Clock inverter | 16 | 0.00829
Tap cell | 600 | 0.0363
Inverter | 22 | 0.00424
Timing Repair Buffer | 505 | 0.241
Clock buffer | 48 | 0.0457
Sequential cell | 282 | 0.393
Multi-Input combinational cell | 812 | 0.272
-- cells by family after synthesis --
family          count (synthesis)  synth area share
xor+xnor                       66            0.0414
buf+inv                        63            0.0183
flops                         282             0.581
fa+ha+maj                      61            0.0557
simple gates                  337             0.118
mux                            70            0.0550
compound gates                278             0.131
-- final timing paths --
path                 to  slack, ns
min              branch       0.47
min reg2reg      branch       0.47
max reg2reg  execute_en      13.37
max            rreg2[2]       5.48
-- cell usage in the layout, fill, tap and decap left out, drive strengths merged, types with 18 or more instances in the layout --
master	n
mux2	54
nand3	22
a21o	23
nor3	18
ha	59
xnor2	30
clkbuf	48
inv	25
buf	31
and2	28
edfxtp	247
clkdlybuf4s50	474
dfxtp	35
o21ai	80
a21oi	79
nor2	87
nand2	100
xor2	36
Power figures rest on the tool's default switching activity, not on a simulated workload.
