[/design/flow/design.v]
`default_nettype none
module floor(
  input wire [31:0] x1,
  output wire [31:0] y );
  wire s1, s;
  wire [7:0] e1, e;
  wire [22:0] m1, m;
  assign s1 = x1[31:31];
  assign e1 = x1[30:23];
  assign m1 = x1[22:0];
  wire [24:0] m_25;
  assign m_25 = (e1 >= 8'b10010110) ? {2'b01, m1} :
                ({s1, e1} == 9'b010010101) ? {2'b01, m1[22:1], 1'b0} :
                ({s1, e1} == 9'b010010100) ? {2'b01, m1[22:2], 2'b0} :
                ({s1, e1} == 9'b010010011) ? {2'b01, m1[22:3], 3'b0} :
                ({s1, e1} == 9'b010010010) ? {2'b01, m1[22:4], 4'b0} :
                ({s1, e1} == 9'b010010001) ? {2'b01, m1[22:5], 5'b0} :
                ({s1, e1} == 9'b010010000) ? {2'b01, m1[22:6], 6'b0} :
                ({s1, e1} == 9'b010001111) ? {2'b01, m1[22:7], 7'b0} :
                ({s1, e1} == 9'b010001110) ? {2'b01, m1[22:8], 8'b0} :
                ({s1, e1} == 9'b010001101) ? {2'b01, m1[22:9], 9'b0} :
                ({s1, e1} == 9'b010001100) ? {2'b01, m1[22:10], 10'b0} :
                ({s1, e1} == 9'b010001011) ? {2'b01, m1[22:11], 11'b0} :
                ({s1, e1} == 9'b010001010) ? {2'b01, m1[22:12], 12'b0} :
                ({s1, e1} == 9'b010001001) ? {2'b01, m1[22:13], 13'b0} :
                ({s1, e1} == 9'b010001000) ? {2'b01, m1[22:14], 14'b0} :
                ({s1, e1} == 9'b010000111) ? {2'b01, m1[22:15], 15'b0} :
                ({s1, e1} == 9'b010000110) ? {2'b01, m1[22:16], 16'b0} :
                ({s1, e1} == 9'b010000101) ? {2'b01, m1[22:17], 17'b0} :
                ({s1, e1} == 9'b010000100) ? {2'b01, m1[22:18], 18'b0} :
                ({s1, e1} == 9'b010000011) ? {2'b01, m1[22:19], 19'b0} :
                ({s1, e1} == 9'b010000010) ? {2'b01, m1[22:20], 20'b0} :
                ({s1, e1} == 9'b010000001) ? {2'b01, m1[22:21], 21'b0} :
                ({s1, e1} == 9'b010000000) ? {2'b01, m1[22:22], 22'b0} :
                ({s1, e1} == 9'b001111111) ? {2'b01, 23'b0} :
                ({s1, e1} == 9'b110010101) ? {2'b01, m1[22:1], 1'b0} + {23'b0, m1[0:0], 1'b0} :
                ({s1, e1} == 9'b110010100) ? {2'b01, m1[22:2], 2'b0} + {22'b0, |(m1[1:0]), 2'b0} :
                ({s1, e1} == 9'b110010011) ? {2'b01, m1[22:3], 3'b0} + {21'b0, |(m1[2:0]), 3'b0} :
                ({s1, e1} == 9'b110010010) ? {2'b01, m1[22:4], 4'b0} + {20'b0, |(m1[3:0]), 4'b0} :
                ({s1, e1} == 9'b110010001) ? {2'b01, m1[22:5], 5'b0} + {19'b0, |(m1[4:0]), 5'b0} :
                ({s1, e1} == 9'b110010000) ? {2'b01, m1[22:6], 6'b0} + {18'b0, |(m1[5:0]), 6'b0} :
                ({s1, e1} == 9'b110001111) ? {2'b01, m1[22:7], 7'b0} + {17'b0, |(m1[6:0]), 7'b0} :
                ({s1, e1} == 9'b110001110) ? {2'b01, m1[22:8], 8'b0} + {16'b0, |(m1[7:0]), 8'b0} :
                ({s1, e1} == 9'b110001101) ? {2'b01, m1[22:9], 9'b0} + {15'b0, |(m1[8:0]), 9'b0} :
                ({s1, e1} == 9'b110001100) ? {2'b01, m1[22:10], 10'b0} + {14'b0, |(m1[9:0]), 10'b0} :
                ({s1, e1} == 9'b110001011) ? {2'b01, m1[22:11], 11'b0} + {13'b0, |(m1[10:0]), 11'b0} :
                ({s1, e1} == 9'b110001010) ? {2'b01, m1[22:12], 12'b0} + {12'b0, |(m1[11:0]), 12'b0} :
                ({s1, e1} == 9'b110001001) ? {2'b01, m1[22:13], 13'b0} + {11'b0, |(m1[12:0]), 13'b0} :
                ({s1, e1} == 9'b110001000) ? {2'b01, m1[22:14], 14'b0} + {10'b0, |(m1[13:0]), 14'b0} :
                ({s1, e1} == 9'b110000111) ? {2'b01, m1[22:15], 15'b0} + {9'b0, |(m1[14:0]), 15'b0} :
                ({s1, e1} == 9'b110000110) ? {2'b01, m1[22:16], 16'b0} + {8'b0, |(m1[15:0]), 16'b0} :
                ({s1, e1} == 9'b110000101) ? {2'b01, m1[22:17], 17'b0} + {7'b0, |(m1[16:0]), 17'b0} :
                ({s1, e1} == 9'b110000100) ? {2'b01, m1[22:18], 18'b0} + {6'b0, |(m1[17:0]), 18'b0} :
                ({s1, e1} == 9'b110000011) ? {2'b01, m1[22:19], 19'b0} + {5'b0, |(m1[18:0]), 19'b0} :
                ({s1, e1} == 9'b110000010) ? {2'b01, m1[22:20], 20'b0} + {4'b0, |(m1[19:0]), 20'b0} :
                ({s1, e1} == 9'b110000001) ? {2'b01, m1[22:21], 21'b0} + {3'b0, |(m1[20:0]), 21'b0} :
                ({s1, e1} == 9'b110000000) ? {2'b01, m1[22:22], 22'b0} + {2'b0, |(m1[21:0]), 22'b0} :
                ({s1, e1} == 9'b101111111) ? {2'b01, 23'b0} + {1'b0, |(m1[22:0]), 23'b0} :
                (s1 && {e1, m1} != 31'b0) ? {1'b1, 23'b0, 1'b1} : 25'b0;
  assign s = s1;
  assign e = (m_25[24:24] && m_25[0:0]) ? 8'b01111111 :
             (m_25[24:24]) ? e1 + 8'b1 :
             (m_25[23:23]) ? e1 : 8'b0;
  assign m = (m_25[24:24]) ? m_25[23:1] : m_25[22:0];
  assign y = {s, e, m};
endmodule
`default_nettype wire
[/design/flow/constraint.sdc]
current_design floor

set clk_period 11.8
set clk_io_pct 0.2

create_clock -name clk0 -period $clk_period

set non_clock_inputs [all_inputs -no_clocks]
set_input_delay [expr $clk_period * $clk_io_pct] -clock clk0 $non_clock_inputs
set_output_delay [expr $clk_period * $clk_io_pct] -clock clk0 [all_outputs]
[/design/flow/config.mk]
export PLATFORM = sky130hd
export DESIGN_NAME = floor
export DESIGN_NICKNAME = floor
export VERILOG_FILES = /design/flow/design.v
export SDC_FILE = /design/flow/constraint.sdc
export NUM_CORES = 4
export LEC_CHECK = 1
export CORE_UTILIZATION = 40
[/design/flow/run.sh]
#!/bin/bash
# OpenROAD 26Q1-2900-gdf79404cd8, Yosys 0.63+post, stock flow scripts
make -C /OpenROAD-flow-scripts/flow DESIGN_CONFIG=/design/flow/config.mk WORK_HOME=/design/flow/orfs finish
==> Implementation_results.wiki <==
== Run summary ==
{| class="wikitable"
! Metric !! Value
|-
| Average via count per standard cell || 7.33
|-
| Place WS || between 1000 and 1500 ps
|-
| Critical path launch point type || input port
|-
| Post-synth cell types || 89
|-
| Seq share, synth || 0%
|-
| Setup ws final || 1040 ps
|-
| Final Hold Violation Tally || 0
|-
| Wire length on met3 || ~7500 um
|-
| Fraction of layout instances using a drive strength above 1 || under 10%
|-
| Kind of cell adding the most delay to the critical path || simple AND/OR/NAND/NOR gates
|-
| Mapped Avg Cell Area || 6.10 um2
|-
| Worst Path Class, Setup || in2out
|-
| Yosys cell count || approximately 1500
|-
| Status || complete, no violations
|-
| Final weighted congestion in routability-driven placement || 1.11
|-
| Summed area of non-filler cells in the final layout || 0.00968 mm2
|-
| Wire length of the first global-routing pass || 74500 um
|-
| Number of global-route vias before repair || 11100
|-
| Die X-Extent || 151 um
|-
| Top cells by count, synth || nand2_1 (153), nor2_1 (119), a21oi_1 (116)
|-
| Area overhead of the layout relative to synthesis || 9.30%
|-
| Maximum number of pins on one net before global-route repair || 40
|-
| Most frequently used cell type in the post-synthesis netlist || nand2_1
|-
| Leading area contributor after synthesis || xnor2_1
|-
| Number of design rule violations left after detail routing || 0
|-
| CTS-repair resized insts || 0
|-
| Post-CTS repair timing setup buffer count || 0
|-
| Number of DRC violations after detailed-routing iteration 0 || 1898
|-
| Overall die height || 151 um
|-
| Critical Path Slowest Stage Cell || o21a_1
|-
| Average wire per standard cell || 29.9 um
|-
| First-pass iteration count of the detailed router || 9
|-
| Half-perimeter wire length after placement || around 38000 um
|-
| Final total power || between 200 and 300 uW
|-
| Total Neg Setup Slack || 0 ps
|-
| Maximum Capacitance Violations || 0
|-
| M1 wire length || about 20000 um
|-
| Mapped Area || 0.00885 mm2
|-
| Number of input and output port buffers inserted || 64
|-
| Count of yosys warnings during synthesis || 0
|-
| Tightest Pin Transition || 1330 ps
|-
| Class of the tightest hold or removal check || in2out
|-
| Worst Path Buf+Inv || 7
|-
| Post-detailed-routing wire length || 51200 um
|-
| Portion of synthesized cell area occupied by the leading cell type || 8.41%
|-
| Sequential cell area || 0 um2
|-
| Total count of max-transition violations in the final report || 0
|-
| Remaining antenna violation count after routing || 0
|-
| Num rows || 54
|-
| GR Util All Layers || a little under half
|-
| Utilization after layout || around 44%
|-
| Hold-fix buffers at CTS || 0
|-
| Clock buffer instance count of the final layout || 0
|-
| Starting utilization of the core area || between 40% and 50%
|-
| Highest metal layer with signal wires || met5
|-
| Total cell area at the placement stage || ~0.0097 mm2
|-
| Flip-flop and latch count || 0
|-
| Yosys stat chip area || 0.00885 mm2
|-
| Met2 routed wirelength || around 21000 um
|-
| Area enclosed by the die boundary || 0.0227 mm2
|-
| Gr ovfl total || 0
|-
| Final clock period utilization by the worst path || 91.2%
|-
| Initial antenna violation count || 3
|-
| RSZ-0062 raised after global routing || false
|-
| Maximum vdd drop || 0.0208 mV
|-
| Req. time, crit path || ~9400 ps
|-
| Instance tally after logic synthesis || approximately 1500
|-
| Top area cell types || xnor2_1 (8.4%), ha_1 (7.5%), a21oi_1 (6.6%)
|-
| Min Clock Period, post-route || ~11000 ps
|-
| Crit path DAT || 8400 ps
|-
| Diodes inserted || 0
|-
| Number of placed I/O pins || 64
|-
| Lkg Pwr || between 0.003 and 0.004 uW
|-
| Pwr Density || 28.3 mW/mm2
|-
| Number of OpenROAD warnings || 40
|-
| Endpoint type of the worst setup path || primary output
|-
| Maximum cell stage delay along the critical path || around 600 ps
|-
| Core area || about 0.022 mm2
|-
| Number of vias in the routed layout || 12500
|-
| # setup viols final || 0
|-
| Fmax || 92.9 MHz
|-
| Worst slew margin relative to its limit || 9.38%
|-
| CP Max Fanout || 14
|}
[path summary, 6_finish.rpt]
kind,slack (ps),cells past startpoint,start,to
setup / recovery,1040,25,x1[0],y[11]
hold / removal,5760,4,x1[0],y[0]
[power by group]
| part | internal (uW) | switching, uW | total (uW) | leakage [uW] |
|---|---|---|---|---|
| registers | 0 | 0 | 0 | 0 |
| clock network | 0 | 0 | 0 | 0 |
| logic | 102 | 171 | 273 | 0.00314 |
[cell usage in the layout (no fill, tap or decap), drive strengths merged, types with 23 or more instances in the layout]
| master | instances |
|---|---|
| o21ai | 118 |
| clkdlybuf4s50 | 63 |
| nand3 | 99 |
| xnor2 | 85 |
| nor4 | 32 |
| buf | 65 |
| inv | 37 |
| a21oi | 117 |
| o211ai | 23 |
| nand2 | 153 |
| a211oi | 27 |
| nand4 | 43 |
| nor3 | 52 |
| nor2 | 122 |
| ha | 53 |
[stage by stage]
step	instances	hold WS [ps]
global route	1710	5840
detailed placement	1710	5740
global placement	1710	5750
CTS	1710	5750
floorplan	1451	4770
finish	1710	5760
[final cells by class]
type	count	area, um2
fill	2385	12100
multi-input combinational	1264	8060
timing repair buffer	128	1130
tap	280	350
inverter	38	143
[cell families (layout without fill, tap and decap cells)]
kind of cell,Yosys count,in the layout,synth area share (%)
and+or+nand+nor,609,609,35.3
AOI/OAI and AO/OA,481,481,35.6
buffers and inverters,187,166,9.23
xor gates and xnor gates,105,105,10.4
adders and majority gates,53,53,7.49
muxes,16,16,1.95
[per-layer routing]
layer	up-vias	global-route usage, %
met4	2	20.0
met2	1026	65.0
met5	-	0
met1	5829	61.8
li1	5454	-
met3	220	14.0
[worst min-delay path: stages]
cell	delay, ps
clkdlybuf4s50_1	460
nand2_1	130
nand2_1	60
clkdlybuf4s50_1	400
No activity file was given, so power comes from the tool's default toggle rates.
